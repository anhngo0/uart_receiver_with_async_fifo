==> /design/flow/design.v <==
module btn_debounce (
    input clk, input sig_input, 
    output sig_output 
);
    reg  Q1 = 0, Q2 = 0;
    always @(posedge clk) begin
        {Q2, Q1} <= {Q1, sig_input};
    end
    assign sig_output = Q1 & (~Q2);
endmodule
module clk_div 
#(parameter OLD_CLKS_PER_NEW_CLKS = 1)
(
    input clk,
    output div_clk
);
    localparam CNT_WIDTH = 17;
    reg [CNT_WIDTH -1 :0] count = 0;
    reg reg_clk = 1'b0;
    always @(posedge clk) begin
        if(count == OLD_CLKS_PER_NEW_CLKS - 1) begin
            count <= 0;
            reg_clk <= ~reg_clk;
        end
        else begin
            count <= count + 1;
        end 
    end
    assign div_clk = reg_clk;
endmodule
module empty_rptr_fifo #(parameter ADDRSIZE = 4)(
    input [ADDRSIZE:0] rq2_wptr,
    input rinc, rclk, rrst,
    output [ADDRSIZE:0] rptr,
    output rempty,
    output [ADDRSIZE-1 : 0] raddr  
);
    reg [ADDRSIZE:0] rptr_value = 0;
    reg [ADDRSIZE : 0] rbin = 0;
    wire [ADDRSIZE : 0] rbinnext, rgraynext;
    assign rptr = rptr_value;
    assign raddr = rbin [ADDRSIZE - 1 : 0];
    assign rgraynext = rbin ^ (rbin >> 1);  
    assign rempty = (rgraynext == rq2_wptr);
    assign rbinnext = rbin + (rinc & ~rempty);
    always @(posedge rclk or posedge rrst) begin
        if(rrst) {rptr_value, rbin} <= 0;
        else {rptr_value, rbin} <= {rgraynext, rbinnext};
    end 
endmodule
module fifo_top 
#(parameter DATASIZE = 8,
  parameter ASIZE = 4)
(
    input [DATASIZE - 1: 0] wdata,
    input winc, wclk, wrst,
    input rinc, rclk, rrst ,
    output [DATASIZE - 1 : 0] rdata,
    output wfull, rempty  
);
    wire [ASIZE - 1:0] waddr, raddr;
    wire [ASIZE : 0] wptr, rptr; 
    reg [ASIZE : 0] wq2_rptr = 0, rq2_wptr = 0, r_sync = 0, w_sync = 0;
    always @(posedge rclk or posedge rrst) begin
        if(rrst) {rq2_wptr, r_sync} <= 0;
        else {rq2_wptr, r_sync} <= {r_sync, wptr};
    end
    always @(posedge wclk or posedge wrst) begin
        if(wrst) {wq2_rptr, w_sync} <= 0;
        else {wq2_rptr, w_sync} <= {w_sync, rptr};
    end
      memory_fifo #( ASIZE,DATASIZE) fifomem 
    (.rdata(rdata), .wdata(wdata), .waddr(waddr), .raddr(raddr),
    .wclken(winc), .wfull(wfull), .wclk(wclk), .wrst(wrst));
    empty_rptr_fifo #(ASIZE) rptr_empty
    (.rempty(rempty), .raddr(raddr), 
    .rptr(rptr),.rq2_wptr(rq2_wptr),
    .rinc(rinc), .rclk(rclk), .rrst(rrst));
     full_wptr_fifo #(ASIZE) wptr_full
     (.wfull(wfull), .waddr(waddr), .wptr(wptr), .wq2_rptr(wq2_rptr),
      .winc(winc), .wclk(wclk), .wrst(wrst));
endmodule
module full_wptr_fifo #(parameter ADDRSIZE = 4) (
    input [ADDRSIZE : 0] wq2_rptr,
    input winc, wclk, wrst,
    output [ADDRSIZE : 0] wptr,
    output wfull,
    output [ADDRSIZE - 1 : 0] waddr  
);
    reg [ADDRSIZE:0] wbin = 0;
    reg [ADDRSIZE:0] wptr_value = 0;
    wire [ADDRSIZE:0] wgraynext, wbinnext;
    reg wfull_val = 0;
    assign wfull = wfull_val;
    assign wptr = wptr_value;
    assign waddr = wbin[ADDRSIZE-1 : 0];
    assign wbinnext = wbin + (winc & ~wfull_val);
    assign wgraynext = wbinnext ^ (wbinnext >> 1);
    always @(posedge wclk or posedge wrst) begin
        if(wrst) {wbin, wptr_value} <= 0;
        else {wbin, wptr_value} <= {wbinnext, wgraynext};
    end
    always @(posedge wclk or posedge wrst) begin
        if(wrst) wfull_val <= 1'b0;
        else 
            wfull_val <= (wgraynext == {!wq2_rptr[ADDRSIZE: ADDRSIZE-1], wq2_rptr[ADDRSIZE-2:0]});
    end
endmodule
module memory_fifo
#(parameter ADDRSIZE = 4, 
  parameter DATASIZE = 8) 
(
    input [DATASIZE -1 : 0] wdata,
    input [ADDRSIZE -1: 0] waddr, raddr,
    input wclken, wfull, wclk, wrst,
    output [DATASIZE -1 :0]rdata
);
        localparam DEPTH = 1 << ADDRSIZE;
        reg [DATASIZE - 1 :0] mem [0: DEPTH - 1];
        assign rdata = mem[raddr];
        always @(posedge wclk) begin
            if (wclken && !wfull) begin
                mem[waddr] <= wdata;
                mem[waddr + 1] <= 0;
            end
        end    
endmodule
module sync_with_ff 
#(parameter ADDRSIZE = 4) (
    input clk, rst,
    input [ADDRSIZE :0] D,
    output [ADDRSIZE:0] Q
);
    reg [ADDRSIZE:0] sync, Q_reg;
    assign Q = Q_reg;
    always @(posedge clk or posedge rst) begin
        if(rst) {Q_reg, sync} <= 0;
        else {Q_reg, sync} <= {sync, D};
    end
endmodule
module uart_receiver 
#(parameter BAUD_RATE = 115200) 
(
    input RxBit,
    input clk,
    input rst,
    output reg [7:0] RxData,
    output rx_done_signal  
);
    localparam IDLE = 0, RECEIVING = 1;
    localparam integer SAMPLE = 16;  
     localparam integer UART_CELL_TOTAL_BITS = 10;
    reg [3:0] sample_counter = 0; 
    reg [3:0] baud_counter = 0;  
    reg[9:0] rx_total_bits_reg = 0; 
    reg state = 0;
    reg rx_done = 0;     
    assign rx_done_signal = rx_done;
    always @(posedge clk) begin
        if(rst) begin
            state <= 0;
            rx_total_bits_reg <= 0;
            sample_counter <= 0;
            baud_counter <= 0;
            rx_done <= 0;
            RxData <= 0;
        end else begin
        case (state)
            IDLE: begin
                if(rx_done) rx_done <= 0;
                if(~RxBit) begin
                    sample_counter <= sample_counter + 1;
                end
                if(~RxBit && sample_counter == SAMPLE / 2 - 1) begin
                    state <= RECEIVING;
                end
            end 
            RECEIVING: begin
                if (sample_counter == SAMPLE / 2 - 1) begin
                    rx_total_bits_reg <= {RxBit, rx_total_bits_reg[9:1]};
                end
                if(sample_counter == SAMPLE - 1 & baud_counter == UART_CELL_TOTAL_BITS - 1) begin
                        state <= IDLE;
                        sample_counter <= 0;
                        baud_counter <= 0;
                        RxData <= rx_total_bits_reg[8:1];
                        rx_done <= 1;
                        rx_total_bits_reg <= 0;
                end else if(sample_counter == SAMPLE - 1) begin
                    baud_counter <= baud_counter + 1;
                    sample_counter <= 0;      
                end else 
                    sample_counter <= sample_counter + 1; 
            end
        endcase        
        end
    end
endmodule
module uart_receiver_top 
#( parameter BAUD_RATE = 115200, SAMPLE = 16, CLK_FREQ = 27000000)
(
    input RxBit,
    input clk,
    input rst,
    output reg [6:0] sseg  
);
    localparam CLKS_PER_SAMPLE = CLK_FREQ / (BAUD_RATE * SAMPLE * 2);
    wire [7:0] rx_data;
    wire syncRxBit;
    wire transmission_done_signal;
    wire sample_clk;
    wire [7:0] fifo_output;
    reg [7:0] display_digit;  
    wire full_fifo_signal, empty_fifo_signal;
    wire press_btn_clk;
    wire rst_after_debounce;  
    wire rst_in_fpga_clk;     
    wire rst_in_baud_rate;    
    clk_div #(108000) btn_clk_div(clk, press_btn_clk);
    btn_debounce btn_debounce(
        .clk(press_btn_clk), 
        .sig_input(rst), 
        .sig_output(rst_after_debounce)
    );
    btn_debounce one_pulse_reset_fpga_clk(
        .clk(clk), 
        .sig_input(rst_after_debounce), 
        .sig_output(rst_in_fpga_clk)
    );
    clk_div #(CLKS_PER_SAMPLE) sample_clk_div(clk, sample_clk);
    btn_debounce one_pulse_reset_baud (
         .clk(sample_clk),
         .sig_input(rst_after_debounce),
         .sig_output(rst_in_baud_rate)
    );
    sync_with_ff #(0) sync_input(sample_clk, rst_in_baud_rate, RxBit, syncRxBit);
    uart_receiver #(BAUD_RATE) uart_receiver(
        .clk(sample_clk),
        .rst(rst_in_baud_rate),
        .RxBit( syncRxBit),
        .RxData(rx_data),
        .rx_done_signal(transmission_done_signal)
    );
    fifo_top fifo_top(
        .wclk(sample_clk), .wrst(rst_in_baud_rate), .winc(transmission_done_signal),
        .rclk(clk), .rrst(rst_in_fpga_clk), .rinc(1'b1),
        .wdata(rx_data), .rdata(fifo_output), 
        .wfull(full_fifo_signal), .rempty(empty_fifo_signal)
    );
    always @(posedge clk) begin
        if(fifo_output) display_digit <= fifo_output;
        case (display_digit - "0")
            4'h0: sseg <= 7'b1000000;
            4'h1: sseg <= 7'b1111001;
            4'h2: sseg <= 7'b0100100;
            4'h3: sseg <= 7'b0110000;
            4'h4: sseg <= 7'b0011001;
            4'h5: sseg <= 7'b0010010;
            4'h6: sseg <= 7'b0000010;
            4'h7: sseg <= 7'b1111000;
            4'h8: sseg <= 7'b0000000;
            4'h9: sseg <= 7'b0010000;
            default: sseg <= 7'b1000000;
        endcase
    end
endmodule
==> /design/flow/run.sh <==
#!/bin/bash
# OpenROAD 26Q1-2900-gdf79404cd8, Yosys 0.63+post, stock flow scripts
make -C /OpenROAD-flow-scripts/flow DESIGN_CONFIG=/design/flow/config.mk WORK_HOME=/design/flow/orfs finish
==> /design/flow/config.mk <==
export PLATFORM = sky130hd
export DESIGN_NAME = uart_receiver_top
export DESIGN_NICKNAME = uart_receiver_top
export VERILOG_FILES = /design/flow/design.v
export SDC_FILE = /design/flow/constraint.sdc
export NUM_CORES = 4
export LEC_CHECK = 1
export CORE_UTILIZATION = 30
==> /design/flow/constraint.sdc <==
current_design uart_receiver_top

set clk_period 1.0
set clk_io_pct 0.2

create_clock -name clk0 -period $clk_period [get_ports {clk}]

set non_clock_inputs [all_inputs -no_clocks]
set_input_delay [expr $clk_period * $clk_io_pct] -clock clk0 $non_clock_inputs
set_output_delay [expr $clk_period * $clk_io_pct] -clock clk0 [all_outputs]
==> flow_metrics.env <==
# implementation run metrics
export IMPL_grt_pass1_vias=7328
export IMPL_ys_flop_type="dfxtp_1"
export IMPL_status="finished with violations"
export IMPL_period_used=2.271
export IMPL_dp_cells=1573
export IMPL_tightest_slew_ns=0.9276
export IMPL_yosys_warnings=10
export IMPL_timing_fmax_mhz=440.4
export IMPL_yosys_area_top_type="dfxtp_1"
export IMPL_antenna_found_initial=0
export IMPL_largest_register_ffs=128
export IMPL_maxSlewHeadroom=0.3808
export IMPL_grt_max_degree=102
export IMPL_place_ws_ns=-1.371
export IMPL_vias=7652
export IMPL_holdBufCountCts=0
export IMPL_netlist_area_um2=10200
export IMPL_most_common_cell="nand2_1"
export IMPL_r2r_cells=6
export IMPL_crit_path_start="fifo_top.rptr_empty.rbin[0]$_DFF_PP0_"
export IMPL_syn_area_per_cell_um2=9.565
export IMPL_clk_latency_ns=0.34
export IMPL_viasPerCell=4.706
export IMPL_min_path_type="register to asynchronous set/reset pin"
export IMPL_ys_ff=254
export IMPL_first_pass_iters=5
export IMPL_regMostFlops="fifo_top.fifomem.mem"
export IMPL_wl_per_cell_um=14.58
export IMPL_area_leaders="dfxtp_1 40%, nand2_1 10%, dfrtp_1 10%"
export IMPL_antenna_cells=0
export IMPL_rsz0062_at_grt="yes"
export IMPL_drt_iter0_drc=516
export IMPL_gp_congestion=0.9323
export IMPL_initial_core_util=0.3048
export IMPL_rrSetupSlack_ns=-1.27
export IMPL_dp_hpwl_mm=16.69
export IMPL_totalPowerFinal_w=0.006771
export IMPL_hold_violations=0
export IMPL_worstPathArrival_ns=2.33
export IMPL_crit_reg2reg_launch="fifo_top.rptr_empty.rbin[0]$_DFF_PP0_"
export IMPL_cts_buffers=9
export IMPL_crit_required_ns=1.06
export IMPL_peakVddDrop_v=0.0007936
export IMPL_yosys_cells=1066
export IMPL_ys_area_um2=10200
export IMPL_violations="negative setup slack"
export IMPL_io_buffers=9
export IMPL_setup_slack_ns=-1.271
export IMPL_fp_dieW_um=186.4
export IMPL_postSynthSeqShare=0.5291
export IMPL_ys_types=51
export IMPL_warnings=36
export IMPL_maxCapViolCount=0
export IMPL_cts_tree="done"
export IMPL_syn2layout_area_growth_pct=26.09
export IMPL_wl_mm=23.70
export IMPL_synth_async_sr_flop_share=0.1654
export IMPL_criticalPathCategory="register to register"
export IMPL_core_area_um2=33450
export IMPL_untimed_endpoints=187
export IMPL_chip_area_um2=34730
export IMPL_edf_count=10
export IMPL_grt_ovfl_total=0
export IMPL_nFillCells=3148
export IMPL_cts_htree_levels=3
export IMPL_clock_path_buffers=2
export IMPL_reg_top3="fifo_top.fifomem.mem x128, btn_clk_div.count x17, sample_clk_div.count x17"
export IMPL_synthCells=1066
export IMPL_io_pins=10
export IMPL_critPathMaxFanout=8
export IMPL_utilization=0.3844
export IMPL_skew_ns=0.007398
export IMPL_rows=67
export IMPL_unclocked_regs=181
export IMPL_final_layout_size_suffix_gt1_frac=0.2767
export IMPL_grt_pass1_wl_mm=38.43
export IMPL_ant_nets=0
export IMPL_leakagePower_nw=4.970
export IMPL_p_per_area_nw_per_um2=526.7
export IMPL_top_cell_area_share=0.3966
export IMPL_setup_viol=63
export IMPL_layout_min_cycle_time_ns=2.271
export IMPL_drc=0
export IMPL_gr_usage_all_layers=0.1399
export IMPL_netlist_top_cells_count="285 x nand2_1, 202 x dfxtp_1, 132 x a21oi_1, 73 x nor2_1, 42 x dfrtp_1"
export IMPL_cts_root_buf="clkbuf_16"
export IMPL_crit_path_start_kind="register"
export IMPL_finalNonFillerCells=1626
export IMPL_slew_viol_final=0
export IMPL_crit_path_end_kind="register"
export IMPL_path_clk_slew_ns=0.06
export IMPL_fp_dieH_um=186.4
[cell type report]
class | instances | area, um^2 | area share
sequential | 254 | 5435 | 0.4228
clock buffer | 9 | 225.2 | 0.01752
tap | 448 | 560.5 | 0.04360
multi-input combinational | 748 | 5150 | 0.4006
timing repair buffer | 148 | 1318 | 0.1025
clock inverter | 7 | 122.6 | 0.009538
inverter | 12 | 45.04 | 0.003504
[cell usage in the layout (no fill, tap or decap), types with 10 or more instances in the layout]
cell type | Yosys | routed
mux2i_1 | 23 | 22
xor2_1 | 33 | 30
a21oi_1 | 132 | 125
nor3_1 | 15 | 11
buf_6 | 3 | 31
nor2_1 | 73 | 56
nand2_1 | 285 | 274
dfxtp_1 | 202 | 181
buf_4 | 5 | 100
nor2_2 | 0 | 10
dfxtp_2 | 0 | 17
nand3_1 | 21 | 14
xnor2_1 | 24 | 22
mux4_2 | 26 | 26
edfxtp_1 | 10 | 10
dfrtp_1 | 42 | 39
[power by group]
| part | switching [W] | internal [W] | leakage, nW |
|---|---|---|---|
| Combinational | 0.00000160 | 0.00000677 | 2.50 |
| Clock | 0.00133 | 0.00246 | 0.171 |
| Sequential | 0 | 0.00297 | 2.30 |
| Total | 0.00133 | 0.00544 | 4.97 |
[worst paths after layout]
check                                                              to
worst max register to register             display_digit[6]$_DFFE_PP_
min in group clk0                      fifo_top.rq2_wptr[4]$_DFF_PP0_
worst min-delay path            fifo_top.rptr_empty.rbin[0]$_DFF_PP0_
max in group asynchronous       fifo_top.rptr_empty.rbin[1]$_DFF_PP0_
worst min register to register  fifo_top.rptr_empty.rbin[0]$_DFF_PP0_
worst max-delay path                       display_digit[6]$_DFFE_PP_
[what timing repair did]
action                     4_1_cts  5_1_grt
cloned                           1        0
setup buffers                   20       25
setup endpoints to repair       70       65
pin swaps                       47       25
resized                         98       65
[through the flow]
| stage | area, um^2 | hold slack (ns) | setup TNS (ns) |
|---|---|---|---|
| after floorplan | 10470 | 0.3140 | -25.86 |
| after detailed placement | 11620 | 0.2621 | -31.47 |
| after CTS | 12450 | 0.2721 | -30.89 |
| after global routing | 12860 | 0.3193 | -36.72 |
| after global placement | 11620 | 0.2549 | -30.66 |
| final | 12860 | 0.2584 | -32.26 |
[worst max-delay path, cell delays in order (launching register included)]
cell	delay (ns)
dfrtp_2	0.54
mux4_2	0.55
and2_4	0.17
a211oi_2	0.16
a31oi_2	0.08
nor4_4	0.31
nand3_4	0.17
[cells by family (layout without fill, tap and decap cells)]
family / Yosys count / after routing / synth area share
AND-OR/OR-AND: 163 / 163 / 0.08614
AND/OR/NAND/NOR: 452 / 452 / 0.1909
flip-flops: 254 / 254 / 0.5291
multiplexers: 59 / 59 / 0.09437
XOR/XNOR: 57 / 57 / 0.04896
adder cells (fa/ha/maj): 17 / 17 / 0.02086
buffers and inverters: 64 / 176 / 0.02957
[layer usage]
layer,up-vias,global-route usage,share of wire,wire [um]
met4,0,0.01844,0.017,414
li1,3816,-,-,-
met1,3634,0.2081,0.48,11280
met3,29,0.04513,0.070,1653
met2,173,0.2097,0.44,10360
met5,-,0,0,0
Power and IR drop assume default switching activity.
